==> design/flow/design.v <==
module AHB2APB_bridge #(
    parameter    IDLE   = 2'b00  ,
    parameter    BUSY   = 2'b01  ,
    parameter    SEQ    = 2'b10  ,
    parameter    NONSEQ = 2'b11  ,
    parameter    OKAY  = 2'b00   ,
    parameter    ERROR = 2'b01   ,
    parameter    SPLIT = 2'b10   ,
    parameter    RETRY = 2'b11   ,
    parameter    BRIDGE_IDLE   = 2'b00,
    parameter    BRIDGE_SETUP  = 2'b01,
    parameter    BRIDGE_ENABLE = 2'b10,
    parameter    ADDR_GPIO_0   = 32'h0000_0000,
    parameter    ADDR_GPIO_1   = 32'h0000_8000
) (
    input iHCLK,
    input iHRESETn,
    input iHSEL,
    input  [1:0]  iHTRANS, 
    input  [3:0]  iHSIZE ,
    input  [2:0]  iHBURST, 
    input         iHWRITE,
    input  [31:0] iHWDATA, 
    input  [31:0] iHADDR ,
    output        oHREADY,
    output [1:0]  oHRESP ,
    output [31:0] oHRDATA,
    input [31:0] iPRDATA,
    output oPSEL0,
    output oPSEL1,
    output oPWRITE,
    output oPENABLE,
    output [31:0] oPADDR,
    output [31:0] oPWDATA
);
    reg         iHWRITE_r ;
    reg  [31:0] iHADDR_r  ;
    reg  [31:0] iHWDATA_r ;
    reg [1:0] bridge_state;
    always@( posedge iHCLK)  begin
        if(!iHRESETn) begin
            iHWRITE_r <= 1'b0;
            iHADDR_r  <= 32'b0;
            iHWDATA_r <= 32'b0;
        end 
        else if( iHSEL && (bridge_state == BRIDGE_IDLE || bridge_state == BRIDGE_ENABLE))begin
            iHWRITE_r <= iHWRITE;  
            iHADDR_r  <= iHADDR ;  
            iHWDATA_r <= iHWDATA;  
        end
    end 
    always @(posedge iHCLK ) begin
        if (!iHRESETn) begin
            bridge_state <= BRIDGE_IDLE;
        end else begin
            case ( bridge_state )
                BRIDGE_IDLE: begin
                    if(iHSEL) begin
                        bridge_state <= BRIDGE_SETUP;
                    end 
                    else begin
                        bridge_state <= BRIDGE_IDLE;
                    end                     
                end
                BRIDGE_SETUP: begin
                    bridge_state <= BRIDGE_ENABLE;
                end
                BRIDGE_ENABLE: begin
                    if(iHSEL) begin
                        bridge_state <= BRIDGE_SETUP;
                    end 
                    else begin
                        bridge_state <= BRIDGE_IDLE;
                    end
                end
                default: bridge_state <= BRIDGE_IDLE;
            endcase
        end
    end
    assign oHREADY = ( bridge_state == BRIDGE_SETUP ) ? 1'b0 : 1'b1;
    assign oHRESP  = OKAY ;
    assign oHRDATA = iPRDATA;
    assign oPSEL0   = ( iHADDR_r == ADDR_GPIO_0) ? 1'b1 : 1'b0;
    assign oPSEL1   = ( iHADDR_r == ADDR_GPIO_1) ? 1'b1 : 1'b0;
    assign oPWRITE  = iHWRITE_r ;
    assign oPENABLE = ( bridge_state == BRIDGE_ENABLE ) ? 1'b1 : 1'b0;
    assign oPADDR   = iHADDR_r;
    assign oPWDATA  = iHWDATA_r;
endmodule
==> design/flow/run.sh <==
#!/bin/bash
# OpenROAD 26Q1-2900-gdf79404cd8, Yosys 0.63+post, stock flow scripts
make -C /OpenROAD-flow-scripts/flow DESIGN_CONFIG=/design/flow/config.mk WORK_HOME=/design/flow/orfs finish
==> design/flow/config.mk <==
export PLATFORM = sky130hd
export DESIGN_NAME = AHB2APB_bridge
export DESIGN_NICKNAME = AHB2APB_bridge
export VERILOG_FILES = /design/flow/design.v
export SDC_FILE = /design/flow/constraint.sdc
export NUM_CORES = 4
export LEC_CHECK = 1
export CORE_AREA = 10 10 142 142
export DIE_AREA = 0 0 152 152
==> design/flow/constraint.sdc <==
current_design AHB2APB_bridge

set clk_period 4.9
set clk_io_pct 0.2

create_clock -name clk0 -period $clk_period [get_ports {iHCLK}]

set non_clock_inputs [all_inputs -no_clocks]
set_input_delay [expr $clk_period * $clk_io_pct] -clock clk0 $non_clock_inputs
set_output_delay [expr $clk_period * $clk_io_pct] -clock clk0 [all_outputs]
==> datasheet_impl.txt <==
Characteristics after synthesis and place and route

Parameter                              Value

Run status
  Status .................. finished clean

Clocking
  Insertion Delay late pin .................. 0.33 ns
  Number of buffers created by CTS .................. 9
  CTS Buffer Depth .................. 2
  Clock Pin Slew Worst Setup and Hold Paths .................. 0.06 ns
  Post-CTS repair timing setup buffer count .................. 0
  Hold buffer count at cts .................. 0
  Root buffer selected by CTS .................. clkbuf_16
  CTS tree .................. yes
  Number of sinks on the clock net .................. 68
  CTS-repair resized insts .................. 0
  Number of levels the H-tree was split into .................. 3

Floorplanning
  Die Span Y .................. 152 microns
  DIE AREA .................. 23100 sq um
  Die span in x .................. 152 microns
  I/O pin cnt .................. 212
  Total core area .................. 17200 sq um
  Count of standard-cell rows .................. 48
  Initial core utilization .................. 16.6%

Global routing
  Maximum number of pins on one net before global-route repair .................. 69
  First-pass GRT wire length .................. 14100 microns
  Via count of the first global-routing pass .................. 2426
  Total routing usage reported by global routing .................. 7.51%
  GR Overflow Total .................. 0
  Initial antenna violation count .................. 0

Synthesis
  Number of distinct standard cells referenced by the synthesized netlist .................. 18
  Post-synthesis instance area .................. 2850 sq um
  Flip-flops with a built-in enable .................. 0
  Largest area contributor in the synthesized netlist .................. dfxtp_1
  Number of standard cells after synthesis .................. 339
  Most common library cells after synthesis .................. nand2_1, dfxtp_1, a21boi_1
  Synth Register Bits .................. 68
  Post-synthesis average cell area .................. 8.41 sq um
  Area share of the largest cell type after synthesis .................. 47.7%
  Number of standard cells reported by yosys .................. 339
  Most frequently used cell type in the post-synthesis netlist .................. nand2_1
  Portion of the post-synthesis area used by sequential elements .................. 47.7%
  Number of warning messages in the yosys log .................. 1
  Synthesis area per yosys .................. 2850 sq um
  Share of flip-flops with an asynchronous set or reset .................. 0%
  Main area contributors after synthesis .................. dfxtp_1, nand2_1, a21boi_1
  Top FF cell, synth .................. dfxtp_1

Placement
  Half-perimeter wire length of the detailed placement result .................. 6410 microns
  Instance area after placement .................. 4130 sq um
  Number of instances in the placed design .................. 649
  Final weighted congestion in routability-driven placement .................. 0.765
  Setup WS pre-CTS .................. 1.80 ns
  Buffers added on ports .................. 136

STA
  Accumulated negative setup slack .................. 0 ns
  Setup slack after layout .................. 1.90 ns
  Headroom to the max-slew limit .................. 47.0%
  Setup repair after global routing missed its margin .................. no
  Number of failing setup endpoints in the final timing report .................. 0
  Final slew viol count .................. 0
  Time the final worst path needs with I/O delays and setup .................. 3.00 ns
  Share of the cycle needed by the critical path after routing .................. 61.3%
  Slew at the pin closest to its max-slew limit .................. 0.791 ns
  Count of endpoints failing hold in the final timing report .................. 0
  Highest achievable clock rate .................. 333 MHz
  Setup skew after layout .................. 0.00749 ns

Setup path
  Worst endpoint data arrival time .................. 2.02 ns
  Critical path launch point .................. iHADDR_r[31]
  CP max-delay cell .................. clkdlybuf4s50_1
  Kind of end point of the critical path .................. primary output
  Critical path class .................. register to primary output
  Peak per-stage delay on the critical path .................. 0.49 ns
  Data required time of the critical path .................. 3.92 ns
  Source of the worst register-to-register timing path .................. bridge_state[1]
  Setup slack of the worst register-to-register path .................. 3.01 ns
  Critical path fanouts, max .................. 3
  CP Launch Type .................. register
  Critical path cell sequence .................. nor4_1 -> nand4_1 -> nor3_1 -> clkdlybuf4s50_1

Final layout
  Share of layout cells above drive strength 1 .................. 4.09%
  Fill cell total of the finished layout .................. 1863
  Utilization of the core after routing .................. 25.6%
  Post-route cell area .................. 4400 sq um
  Layout-stage area growth over the synthesis result .................. 54.2%
  Post-layout instance count excluding filler cells .................. 666

Flow run
  Tally of OpenROAD warnings .................. 34
  Count of max-cap constraint violations .................. 0

Min path
  Hold Startpoint .................. iHWDATA_r[2]
  Type of the worst min-delay path .................. register to register

Power and ir drop
  Worst voltage drop across the vdd grid .................. 0.151 mV
  Total power density per cell area .................. 318 nW/um^2
  Reported leakage power .................. 0.00158 uW

Drt
  Number of design-rule violations left by the first detailed-router iteration .................. 54
  Ratio of routed vias to standard cells .................. 3.72
  Final ANT Viol Nets .................. 0
  Overall via count from detail_route .................. 2477
  DRT Wirelength .................. 9080 microns
  Number of design rule violations left after detail routing .................. 0
  Average routed wire per standard cell .................. 13.6 microns
  TritonRoute pass-1 iters .................. 4
[where the power goes]
part	switching [uW]	total (uW)	internal, uW
clock network	234	590	355
logic	72.5	202	129
registers	20.6	607	587
total	328	1400	1070
[per-layer routing]
layer | vias to the layer above | share of wire, % | GRT usage (%)
met5 | - | 0 | 0
met3 | 19 | 9.9 | 4.01
met1 | 1116 | 44 | 9.14
li1 | 1253 | - | -
met4 | 0 | 2.4 | 1.60
met2 | 89 | 44 | 11.6
[path summary, 6_finish.rpt]
path / to / depth (start not counted)
max: oPSEL0 / 4
min: iHWDATA_r[2] / 2
max reg2reg: iHWDATA_r[28] / 4
min reg2reg: iHWDATA_r[2] / 2
[cell families (layout without fill, tap and decap cells)]
group	Yosys count	in the layout	share of synthesized area, %
AOI/OAI and AO/OA	68	68	17.7
buffers and inverters	57	157	14.2
DFF	68	68	47.7
other	1	3	0.132
and+or+nand+nor	145	145	20.2
[stage by stage]
stage / hold slack [ns] / total power, uW
after floorplan: 0.421 / 706
after global placement: 0.441 / 827
after detailed placement: 0.444 / 828
after CTS: 0.452 / 1440
after global routing: 0.473 / 1480
final: 0.449 / 1400
[worst max-delay path: cells and delay by family (launching register included)]
kind                   cells  cell delay [ns]
buffers and inverters      1             0.49
flip-flops                 1             0.32
AND/OR/NAND/NOR            3             0.87
[area by class of cell]
class / instances / area (sq um) / share of cell area [%]
timing repair buffer: 139 / 1380 / 31.4
sequential: 68 / 1360 / 31.0
multi-input combinational: 215 / 1100 / 25.0
tap: 225 / 282 / 6.40
clock buffer: 14 / 254 / 5.78
clock inverter: 2 / 10.0 / 0.228
inverter: 2 / 7.51 / 0.171
antenna: 1 / 2.50 / 0.0569
[state kept, by name (all words and copies together), names as in the netlist]
name,flops
iHADDR_r,32
iHWRITE_r,1
bridge_state,3
iHWDATA_r,32
[cells in the final DEF, fill, tap and decap left out]
master           instances
clkbuf_8                 1
clkinv_2                 2
a21boi_0                15
inv_1                    2
dfxtp_1                 68
buf_4                    3
a21boi_1                50
and2_1                   2
clkbuf_1                 4
o21a_2                   1
nand4_1                  2
o21ai_0                  1
nand2_1                130
nor2_1                   1
clkbuf_16                9
diode_2                  1
o21ai_4                  1
nor4_1                   7
nor3_1                   3
conb_1                   2
buf_2                    1
clkdlybuf4s50_1        135
Power figures rest on the tool's default switching activity, not on a simulated workload.
