==> flow/design.v <==
module blue_led(
input wire sys_clk,
input wire rst_n,
input wire ble_rxd,
output wire [7:0] led_data,
output wire [5:0] led_sel,
output wire o_bleth_at
);
    wire [7:0] blueteeth1_rdata;
    wire blueteeth1_rx_sig;
  assign o_bleth_at = 1'b1 ;
  blueteeth blueteeth1(
    .sys_clk(sys_clk),
    .rst_n(rst_n),
    .ble_rxd(ble_rxd),
    .rdata(blueteeth1_rdata),
    .rx_sig(blueteeth1_rx_sig)
);
  seg_led seg_led2(
    .rdata(blueteeth1_rdata),
    .led_data(led_data),
    .led_sel(led_sel),
    .sys_clk(sys_clk),
    .rst_n(rst_n),
    .rx_sig(blueteeth1_rx_sig)
);
endmodule     
module blueteeth(
input wire sys_clk,
input wire rst_n,
input wire ble_rxd,
output reg [7:0] rdata,
output reg rx_sig
);
  parameter               CNT_BAUD9600     = 1735,   
                          CNT_BAUD19200    = 867,    
                          CNT_BAUD38400    = 433,    
                          CNT_BAUD57600    = 288,    
                          CNT_BAUD115200   = 216;    
  parameter   CNT_END_SEL = CNT_BAUD115200;          
  reg baud_clk;                
  reg [11:0] baud_cnt;         
  always@(posedge sys_clk or negedge rst_n) begin
      if(!rst_n) begin             
          baud_clk <= 1'b0;
          baud_cnt <= 12'd0;
      end
      else if (baud_cnt == CNT_END_SEL) begin   
          baud_clk <= ~baud_clk;                
          baud_cnt <= 12'd0;                    
      end
      else begin
          baud_cnt <= baud_cnt + 1'b1;          
      end
  end
  parameter   IDLE        = 2'd0,   
              READY       = 2'd1,   
              RX_DATA     = 2'd2,   
              RX_FINISH   = 2'd3;   
  reg [1:0]   state;       
  reg [2:0]   rx_cnt;      
  reg [7:0]   rx_reg;      
  always@(posedge baud_clk or negedge rst_n) begin
      if(!rst_n) begin             
          rdata <= 8'd0;           
          rx_reg <= 8'd0;          
          rx_cnt <= 3'd0;          
          rx_sig <= 1'b0;          
          state <= IDLE;           
      end
      else begin
          case(state)
              IDLE: begin          
                  rx_reg <= 8'd0;
                  rx_sig <= 1'b0;
                  rx_cnt <= 3'd0;
                  state <= READY;   
              end
              READY: begin          
                  rx_reg <= 8'd0;
                  rx_sig <= 1'b0;
                  rx_cnt <= 3'd0;
                  if(!ble_rxd)      
                      state <= RX_DATA;
                  else
                      state <= READY;   
              end
              RX_DATA: begin       
                  if(rx_cnt == 7) begin           
                      rx_reg[rx_cnt] <= ble_rxd;  
                      rx_sig <= 1'b1;             
                      state <= RX_FINISH;         
                  end
                  else begin
                      rx_reg[rx_cnt] <= ble_rxd;  
                      rx_cnt <= rx_cnt + 1'b1;    
                      state <= RX_DATA;            
                  end
              end
              RX_FINISH: begin      
                  rdata <= rx_reg;      
                  rx_sig <= 1'b1;       
                  if(ble_rxd)           
                      state <= READY;   
                  else
                      state <= RX_FINISH;  
              end
              default: begin        
                  rdata <= 8'd0;
                  rx_reg <= 8'd0;
                  rx_sig <= 1'b0;
                  rx_cnt <= 3'd0;
                  state <= IDLE;
              end
          endcase
      end
  end
endmodule     
module seg_led(
input wire [7:0] rdata,
output reg [7:0] led_data,
output wire [5:0] led_sel,
input wire sys_clk,
input wire rst_n,
input wire rx_sig
);
  always@(posedge sys_clk or negedge rst_n)begin
  	if(!rst_n)
  		led_data <= 8'b1100_0000;
  	else if(rx_sig)
  		case(rdata)
  			8'h00:led_data <= 8'b1100_0000;
  			8'h01:led_data <= 8'b1111_1001;
  			8'h02:led_data <= 8'b1010_0100;
  			8'h03:led_data <= 8'b1011_0000;
  			8'h04:led_data <= 8'b1001_1001;
  			8'h05:led_data <= 8'b1001_0010;
  			8'h06:led_data <= 8'b1000_0010;
  			8'h07:led_data <= 8'b1111_1000;
  			8'h08:led_data <= 8'b1000_0000;
  			8'h09:led_data <= 8'b1001_0000;
  			8'h10:led_data <= 8'b1000_1000;
  			8'h11:led_data <= 8'b1000_0011;
  			8'h12:led_data <= 8'b1100_0110;
  			8'h13:led_data <= 8'b1000_0011;
  			8'h14:led_data <= 8'b1010_0001;
  			8'h15:led_data <= 8'b1100_1010;
  			default:led_data <= 8'b1011_1110;
  		endcase
        else
      	led_data <= led_data;
  end
  assign led_sel = 6'b011111;
endmodule     
==> flow/run.sh <==
#!/bin/bash
# OpenROAD 26Q1-2900-gdf79404cd8, Yosys 0.63+post, stock flow scripts
make -C /OpenROAD-flow-scripts/flow DESIGN_CONFIG=/design/flow/config.mk WORK_HOME=/design/flow/orfs finish
==> flow/config.mk <==
export PLATFORM = sky130hd
export DESIGN_NAME = blue_led
export DESIGN_NICKNAME = blue_led
export VERILOG_FILES = /design/flow/design.v
export SDC_FILE = /design/flow/constraint.sdc
export NUM_CORES = 4
export LEC_CHECK = 1
export CORE_UTILIZATION = 40
==> flow/constraint.sdc <==
current_design blue_led

set clk_period 2.9
set clk_io_pct 0.2

create_clock -name clk0 -period $clk_period [get_ports {sys_clk}]

set non_clock_inputs [all_inputs -no_clocks]
set_input_delay [expr $clk_period * $clk_io_pct] -clock clk0 $non_clock_inputs
set_output_delay [expr $clk_period * $clk_io_pct] -clock clk0 [all_outputs]
==> results.py <==
# Synthesis and PnR figures
metrics = {
    "critical_path": {
        "critPathMaxFanout": 2,
        "start_kind": "register",
        "path_cells": "clkdlybuf4s50_1",
        "required_ns": 2.32,
        "crit_family": "flip-flops",
        "cpPeakStageDelay_ns": 0.54,
        "crit_arrival_ns": 1.25,
        "crit_slowest_cell": "dfstp_2",
        "crit_type": "register to output pin",
        "end_kind": "output pin",
        "crit_buf_inv": 1,
    },
    "layout": {
        "stdcell_area_um2": 2540,
        "syn_to_final_growth_pct": 7.57,
        "fillers": 564,
        "final_util_pct": 45.3,
        "final_cells": 306,
        "largest_register_ffs": 12,
        "drive_above_1_share_pct": 9.83,
    },
    "yosys": {
        "ys_cells": 230,
        "yosysChipArea_um2": 2360,
        "yosysWarnings": 2,
        "syn-mean-instance-area_um2": 10.3,
        "synth-edff-count": 0,
        "async_reset_ff_share_pct": 100,
        "ys.flops": 44,
        "syn-cell-area_um2": 2360,
        "ff_type": "dfrtp_1",
        "synth_cells": 230,
        "synth_cell_types": 51,
        "yosysTopAreaCellShare_pct": 44.5,
        "ys_seq_share_pct": 46.7,
        "top_cells_by_area": "dfrtp_1 (44%), ha_1 (6.4%), nor2_1 (3.3%)",
        "yosys.area.top_type": "dfrtp_1",
    },
    "placed_design": {
        "routabilityCongestion": 0.837,
        "dpl_cell_area_um2": 2470,
        "port_buffers": 9,
        "place_inst": 302,
        "post-dp-hpwl_um": 2980,
    },
    "global_route": {
        "grt_pass1_vias": 1560,
        "grt_max_degree": 31,
        "track_usage_pct": 15.6,
        "antenna_found_initial": 0,
        "grt_first_pass_wirelength_um": 7530,
        "grt-ovfl-total": 0,
    },
    "pwr": {
        "p_leak_nw": 1.12,
        "ir_worst_vdd_v": 0.000251,
        "powerDensity_nw_per_um2": 226,
        "power.total_mw": 0.574,
    },
    "detailed_routing": {
        "wl_per_cell_um": 13.5,
        "vias": 1593,
        "first_pass_iters": 4,
        "wirelength_um": 4140,
        "num_antenna_cells": 0,
        "drc": 0,
        "drt_iter0_drc": 71,
        "drtAntennaViolNets": 0,
        "vias_per_cell": 5.21,
    },
    "timing": {
        "hold_viol_final": 0,
        "fin_setup_tns_ns": 0,
        "setup_viol": 0,
        "finClkSkew_ns": 0.00178,
        "finalCritPeriodShare_pct": 63.1,
        "rsz0062_at_grt": "false",
        "unclocked_pins": 24,
        "timing.slew.headroom_pct": 51.9,
        "maxSlewViolCount": 0,
        "period_needed_ns": 1.83,
        "untimed_endpoints": 23,
        "worstMarginPinSlew_ns": 0.721,
        "fmax_ghz": 0.547,
    },
    "cts": {
        "cts-htree-levels": 1,
        "cts_resized": 0,
        "insertion_delay_ns": 0.26,
        "path_clk_slew_ns": 0.08,
        "cts-root-buf": "clkbuf_8",
        "cts_made_buffers": 3,
        "cts_hold_buf": 0,
        "cts_tree": "done",
        "cts_max_path_buffers": 2,
        "post_cts_buffers": 0,
    },
    "min_path": {
        "hold_path.class": "primary input to asynchronous set/reset pin",
    },
    "floorplan": {
        "die-height_um": 78.9,
        "floorplan.core_util_pct": 42.1,
        "rows": 27,
        "ios": 18,
        "die-area_um2": 6220,
        "dieWidth_um": 78.9,
        "core_area_um2": 5610,
    },
    "status": {
        "outcome": "finished, final reports clean",
    },
    "flow_run": {
        "drv_cap": 0,
        "warnings": 33,
    },
}
report_power, final:
group	internal, mW	switching (mW)	total [mW]
Clock	0.184	0.0934	0.277
Sequential	0.279	0	0.279
Combinational	0.00343	0.0145	0.0179
cell type report:
type | instances | area, µm² | area share [%]
clock inverter | 1 | 30.0 | 1.18
timing repair buffer | 10 | 92.6 | 3.64
clock buffer | 3 | 41.3 | 1.62
multi-input combinational | 162 | 1130 | 44.5
sequential | 44 | 1100 | 43.4
inverter | 14 | 52.6 | 2.07
tap | 72 | 90.1 | 3.55
cells by family (layout without fill, tap and decap cells):
family	after synthesis	count (layout)	share of synthesized area (%)
AND-OR/OR-AND	46	46	15.4
AND/OR/NAND/NOR	76	76	16.4
multiplexers	8	8	4.24
other	2	9	0.318
XOR/XNOR	11	11	4.08
buffers and inverters	31	28	6.51
adder cells (fa/ha/maj)	12	12	6.36
flip-flops	44	44	46.7
cell usage in the layout, fill, tap and decap left out, types with 4 or more instances in the layout:
master	netlist	layout
a21oi_1	7	7
a22o_1	4	4
a32o_1	6	6
clkdlybuf4s50_1	0	8
conb_1	2	9
dfrtp_1	42	42
ha_1	12	12
inv_1	13	13
mux2_2	6	6
nand2_1	19	19
nand2b_1	4	4
nand3_1	6	6
nor2_1	21	21
nor2b_1	8	8
o21ai_0	10	10
xnor2_1	4	4
xor2_1	7	7
metal layers:
metal | up-vias | share of wire, % | track usage [%]
met2 | 20 | 46 | 23.5
met1 | 770 | 52 | 26.7
li1 | 801 | - | -
met5 | - | 0 | 0
met3 | 2 | 2.1 | 1.52
met4 | 0 | 0.19 | 0.727
worst paths after layout:
check                                        start                 endpoint  slack [ns]  cells past startpoint
max in group asynchronous                    rst_n     seg_led2.led_data[3]        2.10                      1
min in group clk0          blueteeth1.baud_cnt[11]  blueteeth1.baud_cnt[11]        0.48                      1
hold / removal                               rst_n     seg_led2.led_data[5]        0.35                      1
setup / recovery              seg_led2.led_data[6]              led_data[6]        1.07                      1
hold reg to reg            blueteeth1.baud_cnt[11]  blueteeth1.baud_cnt[11]        0.48                      1
setup reg to reg            blueteeth1.baud_cnt[8]      blueteeth1.baud_clk        1.45                      3
synthesized netlist by cell type (2+ instances only):
cell type / number
a21o_1: 2
a21oi_1: 7
a22o_1: 4
a311oi_1: 2
a31o_2: 2
a32o_1: 6
and4_1: 3
buf_4: 8
clkbuf_1: 7
conb_1: 2
dfrtp_1: 42
dfstp_2: 2
ha_1: 12
inv_1: 13
mux2_2: 6
nand2_1: 19
nand2b_1: 4
nand3_1: 6
nor2_1: 21
nor2b_1: 8
nor4_1: 3
o21ai_0: 10
o31ai_1: 2
or2_2: 3
xnor2_1: 4
xor2_1: 7
through the flow:
step / worst slack (ns) / hold slack [ns]
6_report: 1.07 / 0.353
5_1_grt: 1.02 / 0.427
4_1_cts: 1.05 / 0.391
3_5_place_dp: 1.36 / 0.468
3_3_place_gp: 1.36 / 0.467
2_1_floorplan: 1.56 / 0.284
No activity file was given, so power comes from the tool's default toggle rates.
