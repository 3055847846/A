**/design/flow/config.mk**
```make
export PLATFORM = sky130hd
export DESIGN_NAME = APB_GPIO
export DESIGN_NICKNAME = APB_GPIO
export VERILOG_FILES = /design/flow/design.v
export SDC_FILE = /design/flow/constraint.sdc
export NUM_CORES = 4
export LEC_CHECK = 1
export CORE_UTILIZATION = 50
```
**/design/flow/constraint.sdc**
```tcl
current_design APB_GPIO

set clk_period 4.2
set clk_io_pct 0.2

create_clock -name clk0 -period $clk_period [get_ports {iPCLK}]

set non_clock_inputs [all_inputs -no_clocks]
set_input_delay [expr $clk_period * $clk_io_pct] -clock clk0 $non_clock_inputs
set_output_delay [expr $clk_period * $clk_io_pct] -clock clk0 [all_outputs]
```
**/design/flow/design.v**
```verilog
module APB_GPIO #(
  parameter    ADDR_GPIO   = 32'h0000_0000,        
  parameter    OFFSET_GPIO_DATA_RO = 4'h0,           
  parameter    OFFSET_GPIO_DATA    = 4'h4,           
  parameter    OFFSET_GPIO_DIRM    = 4'h8,           
  parameter    OFFSET_GPIO_OEN     = 4'hC            
) (
    input         iPCLK   ,       
    input         iPRESETn,       
    input         iPSEL   ,       
    input         iPWRITE ,       
    input         iPENABLE,       
    input  [31:0] iPADDR  ,       
    input  [31:0] iPWDATA ,       
    output [31:0] oPRDATA ,       
    input  [31:0] iGPIOin,         
    output [31:0] oGPIOout         
);
    reg         iPSELx_r  ; 
    reg         iPWRITE_r ; 
    reg  [31:0] iPADDR_r  ; 
    reg  [31:0] iPWDATA_r ; 
    always@( posedge iPCLK)  begin    
        if(!iPRESETn) begin           
            iPWRITE_r  <= 1'b0;        
            iPADDR_r   <= 16'b0;      
        end
        else begin                      
            iPWRITE_r  <= iPWRITE;     
            iPWDATA_r  <= iPWDATA;     
            iPADDR_r   <= iPADDR;      
        end
    end
    reg [31:0] reg_DATA_RO;      
    reg [31:0] reg_DATA;          
    reg [31:0] reg_DIRM;      
    reg [31:0] reg_OEN;    
    integer i;                            
    reg [31:0] oGPIOout_r ;               
    always @(posedge iPCLK ) begin        
        if( !iPRESETn ) begin              
            reg_DATA_RO   <= 32'b0;         
            reg_DATA      <= 32'b0;           
            reg_DIRM      <= 32'b0;          
            reg_OEN       <= 32'b0;           
        end
        else begin          
            if( iPENABLE && iPWRITE) begin             
                case ( iPADDR[3:0] )                   
                    OFFSET_GPIO_DATA_RO: begin end     
                    OFFSET_GPIO_DATA:    begin        
                        reg_DATA       <= iPWDATA;      
                    end
                    OFFSET_GPIO_DIRM:    begin
                        reg_DIRM <= iPWDATA;             
                    end
                    OFFSET_GPIO_OEN:     begin
                        reg_OEN <= iPWDATA;              
                    end
                    default:             begin
                        reg_DATA    <= reg_DATA   ;      
                        reg_DIRM    <= reg_DIRM   ;      
                        reg_OEN     <= reg_OEN    ;       
                    end
                endcase 
            end
            for ( i=0 ; i<32 ; i=i+1 ) begin                  
                if ( reg_DIRM[i] ) begin
                    reg_DATA_RO[i] <= oGPIOout_r[i] ; 
                end else begin
                    reg_DATA_RO[i] <= iGPIOin[i] ; 
                end  
            end     
       end
    end
    assign oPRDATA = reg_DATA_RO;                      
    assign oGPIOout = oGPIOout_r ;                  
    always @(*) begin                              
        for ( i=0 ; i<32 ; i=i+1 ) begin             
            if( reg_DIRM[i] & reg_OEN[i] ) begin  
                oGPIOout_r[i] = reg_DATA[i] ;       
            end else begin
                oGPIOout_r[i] = 1'bz;              
            end
        end
    end
endmodule
```
**/design/flow/run.sh**
```bash
#!/bin/bash
# OpenROAD 26Q1-2900-gdf79404cd8, Yosys 0.63+post, stock flow scripts
make -C /OpenROAD-flow-scripts/flow DESIGN_CONFIG=/design/flow/config.mk WORK_HOME=/design/flow/orfs finish
```
==> reports/metrics.yaml <==
logic_synthesis:
  synth_stat.cells: 345
  compound_area_frac: 0
  top_logic_kind: "multiplexers"
  ys_warn_count: 2
  synth.mux.area_fraction: 0.264
  avgSynthCellArea_sq_um: 10.5
  ys_area_sq_um: 3640
  yosys_register_bits: 96
  synth_cell_type_count: 10
  syn_area_sq_um: 3640
  synthAdderAreaFrac: 0
  seq_area_frac_synth: 0.528
  syn_inst: 345
  yosys.area_share.simple: 0.162
  ys_sh_xor: 0
cells_and_area:
  num-fill-cells: 519
  area_growth_pct: 41.7
  layout_top_cells: "clkdlybuf4s50_1 (134), mux2i_1 (96), nand2_1 (96), dfxtp_1 (96), nor2b_1 (32)"
  drive_gt1_frac: 0.0399
  lay_top_count: "clkdlybuf4s50_1"
detailed_routing:
  wl_microns: 6980
  firstDrtPassIters: 4
  drc_errors: 0
  ant_nets: 0
  num_vias: 2724
  drt_iter0_drc: 72
  vias_per_cell: 4.76
  n_antenna_cell: 0
  routedWlPerCell_microns: 12.2
clocking:
  clockRootBuffer: "clkbuf_8"
  cts-buffers-inserted: 9
  ctsResizeCount: 0
  cts.htree.levels: 3
  cts_tree: "done"
  cts_sinks: 96
  insertion_delay_ns: 0.35
  clockBufferDepth: 2
  postCtsSetupRepairBufs: 0
  cts_hold_buf: 0
  path_clk_slew_ns: 0.08
die:
  dieWidth_microns: 87.3
  fp-utilization: 0.527
  die_y_microns: 87.3
  coreArea_sq_um: 6910
  rows: 30
  dieArea_sq_um: 7620
  io-pin-count: 165
setup_path:
  r2r-start: "reg_DIRM[22]$_SDFFE_PN0P_"
  cp-start-kind: "input port"
  reg2reg_to: "reg_DATA_RO[22]$_SDFF_PN0_"
  crit_required_ns: 4.47
  crit_path_end: "reg_DIRM[18]$_SDFFE_PN0P_"
  path_max_fanout: 32
  worstSetupStartpoint: "iPADDR[0]"
  critPathKind: "in -> reg"
  slowest_delay_ns: 0.48
  crit_chain: "clkdlybuf4s50_1, and4bb_1, nand3b_1, buf_4, mux2i_1"
  critPathArrivalTime_ns: 2.34
  rr_worst_depth: 2
  critPathCaptureType: "register"
  rrSetupSlack_ns: 3.47
  critPathSlowestCell: "buf_4"
hold_path:
  hold_path_class: "reg -> reg"
placed_design:
  gp_congestion: 0.761
  dp_slack_ns: 1.77
  place_hpwl_microns: 4650
  io_buffers: 135
status:
  status: "finished clean"
timing:
  skew_ns: 0.0107
  finalHoldViolCount: 0
  max_freq_ghz: 0.483
  slew_headroom: 0.470
  finalCritPeriodShare: 0.493
  final_max_slew_viol_count: 0
  finalCriticalPeriod_ns: 2.07
  setup_viol: 0
  setup_ws_ns: 2.13
  rsz0062_at_grt: "no"
  worst_pin_slew_ns: 0.795
  tns_ns: 0
run:
  maxCapViolations: 0
  warnings: 55
global_route:
  grt_max_degree: 96
  grt_pass1_wl_microns: 11600
  grt_pass1_vias: 2667
  grt_usage: 0.196
  grt_overflow_total: 0
  antenna_found_initial: 0
power_and_ir_drop:
  ir_drop_mv: 0.232
  power_density_nw_per_um2: 326
  leakagePower_nw: 2.27
==> final cells by class <==
type,instances,area [sq um],area share
flip-flops and latches,96,1920,0.373
clock inverters,5,57.6,0.0112
clock buffers,10,138,0.0267
well taps,96,120,0.0233
multi-input cells,227,1550,0.300
repair buffers,138,1370,0.266
==> cells by family after synthesis <==
| logic type | after synthesis |
|---|---|
| muxes | 96 |
| buffers and inverters | 22 |
| and+or+nand+nor | 131 |
| DFF | 96 |
==> layer usage <==
metal,GRT usage,vias to the layer above,wire [microns]
met5,0,-,0
met4,0.0238,0,76
met3,0.0663,8,624
met2,0.330,84,3160
met1,0.259,1249,3120
li1,-,1383,-
==> state kept, by name, indices dropped and copies added (netlist names) <==
register     cells
reg_DATA        32
reg_DATA_RO     32
reg_DIRM        32
==> worst max-delay path: cells and delay by family <==
kind / cells / cell delay [ns]
muxes: 1 / 0.25
buffers and inverters: 2 / 0.93
and+or+nand+nor: 2 / 0.29
==> worst min-delay path by stage <==
stage                                startpoint                   endpoint  slack (ns)  cells past startpoint
after CTS             reg_DIRM[21]$_SDFFE_PN0P_  reg_DIRM[21]$_SDFFE_PN0P_        0.48                      2
after global routing  reg_DIRM[21]$_SDFFE_PN0P_  reg_DIRM[21]$_SDFFE_PN0P_        0.50                      2
final                 reg_DIRM[21]$_SDFFE_PN0P_  reg_DIRM[21]$_SDFFE_PN0P_        0.48                      2
==> power by group <==
group | total, mW | switching (mW) | internal [mW]
Combinational | 0.155 | 0.0459 | 0.109
Clock | 0.590 | 0.303 | 0.287
Sequential | 0.937 | 0.00708 | 0.930
==> through the flow <==
step	hold slack (ns)	util	instances	instance area, sq um	power (mW)
after floorplan	0.438	-	345	3640	1.01
after global placement	0.459	0.718	557	4960	1.11
after detailed placement	0.467	0.718	557	4960	1.11
after CTS	0.480	0.747	572	5160	1.70
after global routing	0.495	0.747	572	5160	1.76
final	0.479	0.747	572	5160	1.68
==> synthesized netlist by cell type (all sizes together) <==
cell type  number  area [sq um]
and4bb          1          12.5
buf            10           123
clkbuf         12          45.0
dfxtp          96          1920
mux2i          96           961
nand2          96           360
nand3b          2          15.0
nor2b          32           200
No activity file was given, so power comes from the tool's default toggle rates.
